==> flow/design.v <==
module dff_async_rst (
  input data,
  input clk,
  input reset,
  output reg q);
  always @ ( posedge clk or posedge reset)    
    if (reset) begin
      q <= 1'b0;
    end  else begin
      q <= data;
    end
endmodule
module dltch_async_rst (
  input data,
  input clk,
  input reset,
  output reg q);
  always @ (clk or reset or data)    
    if (reset) begin
      q <= 1'b0;
    end  else if (clk) begin
      q <= data;
    end
endmodule
module dltch (
  input data,
  input clk,
  output reg q);
  always @ (clk or data)    
    if (clk) begin
      q <= data;
    end
endmodule
module prll_d_reg #(parameter bits = 32)(
  input clk,
  input reset,
  input [bits-1:0] D_in,
  output [bits-1:0] D_out
);
  genvar i;
  generate
    for(i = 0; i < bits; i=i+1) begin:bit_
      dff_async_rst prll_regstr_(.data(D_in[i]),.clk(clk),.reset(reset),.q(D_out[i]));
    end
  endgenerate
endmodule
module prll_d_ltch_no_rst #(parameter bits = 32)(
  input clk,
  input [bits-1:0] D_in,
  output [bits-1:0] D_out
);
  genvar i;
  generate
    for(i = 0; i < bits; i=i+1) begin:bit_
      dltch prll_regstr_(.data(D_in[i]),.clk(clk),.q(D_out[i]));
    end
  endgenerate
endmodule
module prll_d_ltch #(parameter bits = 32)(
  input clk,
  input reset,
  input [bits-1:0] D_in,
  output [bits-1:0] D_out
);
  genvar i;
  generate
    for(i = 0; i < bits; i=i+1) begin:bit_
      dltch_async_rst prll_regstr_(.data(D_in[i]),.clk(clk),.reset(reset),.q(D_out[i]));
    end
  endgenerate
endmodule
module pos_edge(
 input clk,
 output out
);
    wire neg_clk;
    not #(0,3) inv_clk(neg_clk,clk);
    and  and_posdg (out,clk,neg_clk);
endmodule
module neg_edge(
 input clk,
 output out
);
    wire neg_clk;
    not #(3,0) inv_clk(neg_clk,clk);
    nor nor_ngdg (out,clk,neg_clk);
endmodule
module fifo_flops #(parameter depth = 16,parameter bits = 32)(
  input [bits-1:0] Din,
  output reg [bits-1:0] Dout,
  input push,
  input pop,
  input clk,
  output reg full,
  output reg pndng,
  input rst
);
  wire [bits-1:0] q[depth-1:0];
  reg [$clog2(depth):0] count;
  reg [bits-1:0] aux_mux [depth-1:0];
  reg [bits-1:0] aux_mux_or [depth-2:0];
  genvar i;
  generate
    for(i=0;i<depth;i=i+1)begin:_dp_
       if(i==0)begin: _dp2_
         prll_d_reg #(bits) D_reg(.clk(push),.reset(rst),.D_in(Din),.D_out(q[i]));
         always@(*)begin
           aux_mux[i]=(count==i+1)?q[i]:{bits{1'b0}};
         end    
       end else begin: _dp3_
         prll_d_reg #(bits) D_reg(.clk(push),.reset(rst),.D_in(q[i-1]),.D_out(q[i]));
         always@(*)begin
           aux_mux[i]=(count==i+1)?q[i]:{bits{1'b0}};
         end    
       end
    end
  endgenerate
  generate
  for(i=0;i<depth-2;i=i+1)begin:_nu_
    always@(*)begin
      aux_mux_or[i]=aux_mux[i] | aux_mux_or[i+1];
    end
  end
  endgenerate
  always@(*)begin
    aux_mux_or[depth-2] = aux_mux [depth-1]|aux_mux[depth-2];
    Dout=aux_mux_or[0];  
  end
  always@(posedge clk)begin
  if(rst) begin
    count <= 0;
  end else begin
    case({push,pop})
      2'b00: count <= count;
      2'b01: begin
        if(count == 0) begin
          count <= 0;
        end else begin
          count <=count - 1;
        end
      end
      2'b10:begin
         if(count == depth)begin
           count <= count;
         end else begin
           count <= count+1;
        end
      end
      2'b11: count <= count;
    endcase
  end
  pndng <= (count==0)?{1'b0}:{1'b1};
  full <=(count == depth)?{1'b1}:{1'b0};
end
endmodule
==> flow/run.sh <==
#!/bin/bash
# OpenROAD 26Q1-2900-gdf79404cd8, Yosys 0.63+post, stock flow scripts
make -C /OpenROAD-flow-scripts/flow DESIGN_CONFIG=/design/flow/config.mk WORK_HOME=/design/flow/orfs finish
==> flow/config.mk <==
export PLATFORM = sky130hd
export DESIGN_NAME = fifo_flops
export DESIGN_NICKNAME = fifo_flops
export VERILOG_FILES = /design/flow/design.v
export SDC_FILE = /design/flow/constraint.sdc
export NUM_CORES = 4
export LEC_CHECK = 1
export CORE_UTILIZATION = 30
==> flow/constraint.sdc <==
current_design fifo_flops

set clk_period 6.4
set clk_io_pct 0.2

create_clock -name clk0 -period $clk_period [get_ports {clk}]
create_clock -name clk1 -period $clk_period [get_ports {push}]

set non_clock_inputs [all_inputs -no_clocks]
set_input_delay [expr $clk_period * $clk_io_pct] -clock clk0 $non_clock_inputs
set_output_delay [expr $clk_period * $clk_io_pct] -clock clk0 [all_outputs]
==> flow_metrics.env <==
# flow metrics
export IMPL_status="finished, final reports clean"
export IMPL_wirelength_mm=47.3
export IMPL_wl_per_cell_um=23.4
export IMPL_synth_warnings=6
export IMPL_fp_row_count=87
export IMPL_seq_area_mm2=0.0130
export IMPL_ys_sh_aoi_pct=11.1
export IMPL_p_leak_uw=0.00899
export IMPL_ys_sh_simple_pct=5.54
export IMPL_cts_hold_buf=0
export IMPL_final_setup_viol_count=0
export IMPL_synth_cell_type_count=64
export IMPL_hp_class="flip-flop to flip-flop"
export IMPL_grt_usage_pct=17.2
export IMPL_first_pass_iters=7
export IMPL_synth_seq_area_share_pct=74.9
export IMPL_edf_count=0
export IMPL_cp_max_fo=5
export IMPL_xor_share_pct=0
export IMPL_worstSetupEndpoint="count[3]$_SDFFE_PP0P_"
export IMPL_totalPowerFinal_uw=9500
export IMPL_synthCells=1088
export IMPL_logic_area_mm2=0.00402
export IMPL_fp_util_pct=30.5
export IMPL_cts_setup_buffers=0
export IMPL_crit_start="push"
export IMPL_avgSynthCellArea_um2=15.9
export IMPL_critPathCaptureType="flip-flop"
export IMPL_dr_total_vias=10295
export IMPL_min_from="_dp_[7]._dp3_.D_reg.bit_[21].prll_regstr_.q$_DFF_PP0_"
export IMPL_tightestPinTransition_ns=1.02
export IMPL_grt_max_degree=138
export IMPL_syn_cell_area_mm2=0.0173
export IMPL_cts_tree="built"
export IMPL_layout_drive_gt1_share_pct=16.0
export IMPL_reg2reg_from="count[1]$_SDFFE_PP0P_"
export IMPL_cts_resized=0
export IMPL_area_growth_pct=25.0
export IMPL_dieArea_mm2=0.0586
export IMPL_ys_sh_mux_pct=5.64
export IMPL_place_inst=1885
export IMPL_r2r_end="count[2]$_SDFFE_PP0P_"
export IMPL_ys_flops=519
export IMPL_stdcell_count=2018
export IMPL_ir_worst_vdd_v=0.000221
export IMPL_r2r_slack_ns=3.41
export IMPL_grt_pass1_vias=11504
export IMPL_drc=0
export IMPL_warning_count=60
export IMPL_via_per_inst=5.10
export IMPL_worstRegToRegCells=9
export IMPL_start_kind="clock port"
export IMPL_flop_cell="dfrtp_1"
export IMPL_place_gp_congestion=0.869
export IMPL_fa_ha_area_share_pct=0.507
export IMPL_arrival_ns=6.11
export IMPL_hold_ws_ns=0.358
export IMPL_hold_viol=0
export IMPL_final_cell_area_mm2=0.0216
export IMPL_ys_cells=1088
export IMPL_path_class="clock port to flip-flop"
export IMPL_placed_cell_area_mm2=0.0190
export IMPL_dpl_hpwl_mm=28.7
export IMPL_floorplan_die_height_um=242
export IMPL_grt_pass1_wl_mm=71.4
export IMPL_slew_violations=0
export IMPL_required_ns=6.58
export IMPL_cap_violations=0
export IMPL_path_clk_slew_ns=0.06
export IMPL_diodes=0
export IMPL_power_density_mw_per_mm2=440
export IMPL_ys_chip_area_mm2=0.0173
export IMPL_fin_skew_ns=0.0180
export IMPL_die_w_um=242
export IMPL_core_area_mm2=0.0567
export IMPL_topCombFamilyByArea="AND-OR/OR-AND gates"
export IMPL_fillers=5029
export IMPL_port_buffer_count=68
export IMPL_antenna_left=0
export IMPL_async_flop_share_pct=98.7
export IMPL_ios=70
export IMPL_slew_headroom_pct=31.1
export IMPL_rsz0062_at_grt="no"
export IMPL_grt_antenna_before_repair=0
export IMPL_drt_initial_drc_count=737
export IMPL_gr_total_overflow=0
## synthesized netlist by cell type, types with 7 or more instances
library cell	number	share of area, %
buf_4	11	0.48
clkbuf_1	27	0.59
nand3b_1	17	0.74
nand4_1	12	0.43
inv_1	12	0.26
mux2i_1	66	3.8
a21oi_1	17	0.49
o22ai_1	21	0.76
nor2b_1	11	0.40
a222oi_1	7	0.41
buf_2	24	0.69
ha_1	7	0.51
a22o_1	36	1.8
mux4_2	7	0.91
a22oi_1	57	2.5
a221oi_1	31	1.6
o2bb2ai_1	11	0.56
o21ai_0	12	0.35
nand2_1	31	0.67
mux2_2	14	0.91
dfrtp_1	512	74
dfxtp_1	7	0.81
nand3_1	22	0.64
nor2_1	14	0.30
a2bb2oi_1	11	0.56
## registers in the layout, indices dropped and copies added, names as in the netlist
register	count
pndng	1
count	5
full	1
_dp_._dp3_.D_reg.bit_.prll_regstr_.q	480
_dp_._dp2_.D_reg.bit_.prll_regstr_.q	32
## layout by cell type (no fill, tap or decap), types with 11 or more instances in the layout
| cell | count |
|---|---|
| a21oi_1 | 17 |
| a221oi_1 | 31 |
| a22o_1 | 36 |
| a22oi_1 | 57 |
| a2bb2oi_1 | 11 |
| buf_4 | 37 |
| clkbuf_1 | 15 |
| clkbuf_16 | 87 |
| clkbuf_8 | 13 |
| clkdlybuf4s50_1 | 68 |
| dfrtp_1 | 512 |
| inv_1 | 12 |
| mux2_2 | 14 |
| mux2i_1 | 66 |
| nand2_1 | 31 |
| nand3_1 | 22 |
| nand3b_1 | 17 |
| nand4_1 | 12 |
| nor2_1 | 14 |
| o21ai_0 | 12 |
| o22ai_1 | 21 |
| o2bb2ai_1 | 11 |
## worst max-delay path, cell delays in order
cell,delay (ns)
clkbuf_16,0.12
clkbuf_16,0.13
clkbuf_16,0.13
clkbuf_16,0.13
clkbuf_16,0.13
clkbuf_16,0.13
clkbuf_16,0.13
clkbuf_16,0.13
ha_1,0.24
clkbuf_16,0.17
clkbuf_16,0.14
clkbuf_16,0.15
nor2b_1,0.19
clkbuf_16,0.18
clkbuf_16,0.12
o21ai_0,0.12
a311oi_1,0.40
a31o_2,0.16
## through the flow
| step | setup WS [ns] | util, % | setup TNS, ns |
|---|---|---|---|
| 4_1_cts | 0.414 | 38.1 | 0 |
| 5_1_grt | 0.333 | 38.1 | 0 |
| 2_1_floorplan | -3.62 | - | -946.60 |
| 6_report | 0.471 | 38.1 | 0 |
| 3_5_place_dp | 1.91 | 33.5 | 0 |
| 3_3_place_gp | 1.90 | 33.5 | 0 |
## area by class of cell
type / instances / area share (%)
clock buffer: 115 / 11.2
clock inverter: 19 / 0.950
inverter: 11 / 0.208
multi-input combinational: 490 / 18.6
sequential: 519 / 60.0
tap: 756 / 4.38
timing repair buffer: 108 / 4.71
## layer usage
metal  wire, um  global-route usage, %  up-vias
li1           -                      -     4335
met1      19300                   23.3     5272
met2      20800                   24.0      564
met3       5440                   9.21      124
met4       1670                   5.73        0
met5          0                  0.163        -
## worst min path at each step
stage,slack (ns),end,depth (start not counted)
CTS,0.36,_dp_[8]._dp3_.D_reg.bit_[21].prll_regstr_.q$_DFF_PP0_,0
global route,0.36,_dp_[8]._dp3_.D_reg.bit_[21].prll_regstr_.q$_DFF_PP0_,0
finish,0.36,_dp_[8]._dp3_.D_reg.bit_[21].prll_regstr_.q$_DFF_PP0_,0
## cells by family after synthesis
family | count (synthesis)
compound gates | 245
fa+ha+maj | 7
simple gates | 151
flops | 519
buf+inv | 79
mux | 87
## report_power, final
part           internal (uW)  switching (uW)  leakage (uW)  total, uW
Combinational            797            1010       0.00162       1810
Clock                   2560            1490       0.00134       4050
Sequential              3470             174       0.00603       3640
Total                   6820            2680       0.00899       9500
Power figures rest on the tool's default switching activity, not on a simulated workload.
